--- design/flow/config.mk ---
export PLATFORM = sky130hd
export DESIGN_NAME = Register
export DESIGN_NICKNAME = Register
export VERILOG_FILES = /design/flow/design.v
export SDC_FILE = /design/flow/constraint.sdc
export NUM_CORES = 4
export LEC_CHECK = 1
export CORE_UTILIZATION = 50
--- design/flow/constraint.sdc ---
current_design Register

set clk_period 5.0
set clk_io_pct 0.2

create_clock -name clk0 -period $clk_period [get_ports {clk}]

set non_clock_inputs [all_inputs -no_clocks]
set_input_delay [expr $clk_period * $clk_io_pct] -clock clk0 $non_clock_inputs
set_output_delay [expr $clk_period * $clk_io_pct] -clock clk0 [all_outputs]
--- design/flow/design.v ---
module Register(clk, nRESET, write_enable, write_addr, write_data, read_addr_A, read_addr_B, read_addr_C, read_data_A, read_data_B, read_data_C);
   input clk;
   input nRESET;
   input write_enable; 		 
   input [2:0] write_addr;  
   input [15:0] write_data; 
   input [2:0] read_addr_A;
   input [2:0] read_addr_B;  
   input [2:0] read_addr_C; 
   output [15:0] read_data_A;
   output [15:0] read_data_B;
   output [15:0] read_data_C; 
   reg [15:0] reg_0;
   reg [15:0] reg_1;
   reg [15:0] reg_2;
   reg [15:0] reg_3;
   reg [15:0] reg_4;
   reg [15:0] reg_5;
   reg [15:0] reg_6;
   reg [15:0] reg_7;				 
   wire [7:0] decoder_out; 	 
   wire [7:0] reg_enable; 		 
	assign decoder_out =			 
      (write_addr == 3'b000) ? 8'b00000001 :
      (write_addr == 3'b001) ? 8'b00000010 :
      (write_addr == 3'b010) ? 8'b00000100 :
      (write_addr == 3'b011) ? 8'b00001000 :
      (write_addr == 3'b100) ? 8'b00010000 :
      (write_addr == 3'b101) ? 8'b00100000 :
      (write_addr == 3'b110) ? 8'b01000000 :
      (write_addr == 3'b111) ? 8'b10000000 : 8'bx;
   assign reg_enable[0] = write_enable & decoder_out[0];
   assign reg_enable[1] = write_enable & decoder_out[1];
   assign reg_enable[2] = write_enable & decoder_out[2];
   assign reg_enable[3] = write_enable & decoder_out[3];
   assign reg_enable[4] = write_enable & decoder_out[4];
   assign reg_enable[5] = write_enable & decoder_out[5];
   assign reg_enable[6] = write_enable & decoder_out[6];
   assign reg_enable[7] = write_enable & decoder_out[7];
	always @ (posedge clk or negedge nRESET)
		if (!nRESET)
			reg_0 <= 16'b0;
		else if(reg_enable[0])
			reg_0 <= write_data;
	always @ (posedge clk or negedge nRESET)
		if (!nRESET)
			reg_1 <= 16'b0;
		else if(reg_enable[1])
			reg_1 <= write_data;
	always @ (posedge clk or negedge nRESET)
		if (!nRESET)
			reg_2 <= 16'b0;
		else if(reg_enable[2])
			reg_2 <= write_data;
	always @ (posedge clk or negedge nRESET)
		if (!nRESET)
			reg_3 <= 16'b0;
		else if(reg_enable[3])
			reg_3 <= write_data;
	always @ (posedge clk or negedge nRESET)
		if (!nRESET)
			reg_4 <= 16'b0;
		else if(reg_enable[4])
			reg_4 <= write_data;
	always @ (posedge clk or negedge nRESET)
		if (!nRESET)
			reg_5 <= 16'b0;
		else if(reg_enable[5])
			reg_5 <= write_data;
	always @ (posedge clk or negedge nRESET)
		if (!nRESET)
			reg_6 <= 16'b0;
		else if(reg_enable[6])
			reg_6 <= write_data;
	always @ (posedge clk or negedge nRESET)
		if (!nRESET)
			reg_7 <= 16'b0;
		else if(reg_enable[7])
			reg_7 <= write_data;
	assign read_data_A =
		(read_addr_A == 3'd0) ? reg_0 :
		(read_addr_A == 3'd1) ? reg_1 :
		(read_addr_A == 3'd2) ? reg_2 :
		(read_addr_A == 3'd3) ? reg_3 :
		(read_addr_A == 3'd4) ? reg_4 :
		(read_addr_A == 3'd5) ? reg_5 :
		(read_addr_A == 3'd6) ? reg_6 :
		(read_addr_A == 3'd7) ? reg_7 : 16'bx;
	assign read_data_B =
		(read_addr_B == 3'd0) ? reg_0 :
		(read_addr_B == 3'd1) ? reg_1 :
		(read_addr_B == 3'd2) ? reg_2 :
		(read_addr_B == 3'd3) ? reg_3 :
		(read_addr_B == 3'd4) ? reg_4 :
		(read_addr_B == 3'd5) ? reg_5 :
		(read_addr_B == 3'd6) ? reg_6 :
		(read_addr_B == 3'd7) ? reg_7 : 16'bx;
	assign read_data_C =
		(read_addr_C == 3'd0) ? reg_0 :
		(read_addr_C == 3'd1) ? reg_1 :
		(read_addr_C == 3'd2) ? reg_2 :
		(read_addr_C == 3'd3) ? reg_3 :
		(read_addr_C == 3'd4) ? reg_4 :
		(read_addr_C == 3'd5) ? reg_5 :
		(read_addr_C == 3'd6) ? reg_6 :
		(read_addr_C == 3'd7) ? reg_7 : 16'bx;
endmodule
--- design/flow/run.sh ---
#!/bin/bash
# OpenROAD 26Q1-2900-gdf79404cd8, Yosys 0.63+post, stock flow scripts
make -C /OpenROAD-flow-scripts/flow DESIGN_CONFIG=/design/flow/config.mk WORK_HOME=/design/flow/orfs finish
==> results.tsv <==
stage	metric	value	unit
synthesis	yosys_cells	692	
synthesis	synthArstFlopShare	100	%
synthesis	synth_cells	692	
finish	stdcell_area	0.00991	mm2
clocking	clock_latency	0.41	ns
final_timing	maxSlewViolCount	0	
detailed_routing	drt_iter0_drc	292	
min_path	min_path_type	in2async	
synthesis	yosysUniqueCellTypes	46	
die	die_w	131	um
place	pre_cts_ws	0.639	ns
critical_path	cp-end-kind	output port	
critical_path	worst_ep_required_time	4.00	ns
final_timing	relSlewSlack	50.4	%
status	status	finished, final reports clean	
place	gp_congestion	0.874	
final_timing	setup_ws	0.605	ns
global_routing	grt.overflow.total	0	
synthesis	ys_seq_share	38.4	%
synthesis	ys_warn_count	1	
final_timing	rsz0062_at_grt	no	
critical_path	worst_setup_path_start_kind	primary input	
pwr	p_leak	4.14	nW
synthesis	top_area_share	38.4	%
global_routing	grt_max_degree	57	
die	die_h	131	um
synthesis	top_area_cell	dfrtp_1	
clocking	cts_num_sinks	128	
finish	fin_cells	990	
final_timing	worst_slew_pin_slew	0.744	ns
place	io_buffers	78	
detailed_routing	wl	24.2	mm
clocking	cts_root_buf	clkbuf_16	
global_routing	antenna_found_initial	1	
pwr	irDropWorstVdd	0.279	mV
die	die-area	0.0172	mm2
finish	syn2layout_area_growth	18.9	%
final_timing	finalCriticalPeriod	4.40	ns
place	placed_cells	958	
synthesis	syn-cell-area	0.00834	mm2
flow_run	warnings	25	
die	io_pins	79	
final_timing	setup_violations	0	
clocking	cts_hold_buffers	0	
die	fp_util	51.9	%
clocking	clockBufferDepth	2	
flow_run	max-cap-violations	0	
critical_path	crit_type	in2out	
clocking	cts_tree	yes	
detailed_routing	antenna_left	0	
detailed_routing	dr.pass1.iters	5	
clocking	postCtsResizedCells	0	
detailed_routing	route.detailed.wl_per_inst	24.4	um
final_timing	finalHoldViolCount	0	
final_timing	fmax	228	MHz
final_timing	fin_tns_setup	0	ns
finish	drive_gt1_share	39.3	%
place	dp_hpwl	15.0	mm
synthesis	synth-main-ff-cell	dfrtp_1	
clocking	post_cts_buffers	0	
synthesis	top_cells_by_area	dfrtp_1 38%, mux2_2 23%, mux4_2 8.4%, mux2i_1 3.2%, a32o_1 1.8%	
global_routing	track_usage	30.4	%
synthesis	edf_count	0	
synthesis	ys_area	0.00834	mm2
place	dpl_cell_area	0.00930	mm2
pwr	power_density	389	mW/mm2
detailed_routing	vias_per_cell	6.35	
clocking	cts_buffers	17	
final_timing	period_used_share	87.9	%
die	fp.coreArea	0.0161	mm2
detailed_routing	drc	0	
detailed_routing	vias	6289	
global_routing	grt_pass1_wl	37.6	mm
critical_path	arrival	3.40	ns
clocking	clk_pin_slew	0.06	ns
die	rows	46	
clocking	htreeDepth	4	
global_routing	grt_pass1_vias	6252	
synthesis	ys_ff	128	
synthesis	syn_avg_cell_area	12.0	um2
finish	fillers	1236	
detailed_routing	num_antenna_cells	0	
critical_path	critPathMaxFanout	15	
final_timing	whs	0.460	ns
final_timing	fin_skew	0	ns
[cells in the final DEF, fill, tap and decap left out, types with 4 or more instances in the layout]
| master | count |
|---|---|
| a21o_1 | 5 |
| a32o_1 | 15 |
| nor2_1 | 35 |
| inv_1 | 26 |
| o221a_2 | 11 |
| buf_4 | 29 |
| mux2_2 | 172 |
| o221ai_1 | 6 |
| nor2b_1 | 4 |
| mux4_2 | 31 |
| a31oi_1 | 7 |
| o22ai_1 | 14 |
| a21oi_1 | 15 |
| o21ai_0 | 5 |
| buf_2 | 5 |
| o32ai_1 | 11 |
| dfrtp_1 | 128 |
| o32a_1 | 14 |
| nand2_1 | 38 |
| clkinv_2 | 4 |
| clkbuf_16 | 17 |
| mux2i_1 | 27 |
| a32oi_1 | 6 |
| mux2_4 | 10 |
| nand2b_1 | 20 |
| mux2_1 | 7 |
| clkdlybuf4s50_1 | 72 |
[flip-flops by register name, summed over array words and instances (netlist names)]
name   count
reg_4     16
reg_7     16
reg_6     16
reg_3     16
reg_0     16
reg_2     16
reg_1     16
reg_5     16
[final cells by class]
cell class                 instances  area [um2]  area share (%)
multi-input combinational        479        4710            47.5
sequential                       128        3200            32.3
timing repair buffer             109        1020            10.3
clock buffer                      22         474            4.79
tap                              216         270            2.73
clock inverter                    10         134            1.35
inverter                          26        97.6           0.985
[cell usage after synthesis (11+ instances only)]
cell / n
a32o_1: 15
clkbuf_1: 17
o22ai_1: 14
mux4_2: 31
inv_1: 26
nand2b_1: 20
nor2_1: 35
nand2_1: 38
o32a_1: 14
o221a_2: 11
mux2_2: 172
buf_2: 24
dfrtp_1: 128
o32ai_1: 11
a21oi_1: 15
mux2i_1: 27
[logic make-up (layout without fill, tap and decap cells)]
kind of cell,count (synthesis),count (layout),share of synthesized area (%)
flops,128,128,38.4
mux,247,247,37.6
buf+inv,85,167,5.13
compound gates,117,117,11.4
simple gates,115,115,7.44
[power by group]
| group | switching [mW] | internal [mW] | total (mW) |
|---|---|---|---|
| sequential | 0.231 | 1.27 | 1.50 |
| clock | 0.453 | 0.821 | 1.27 |
| combinational | 0.391 | 0.691 | 1.08 |
| total | 1.08 | 2.78 | 3.85 |
[routing by layer]
metal / vias to the layer above / GRT usage [%] / share of wire (%)
met2: 248 / 44.9 / 47
met1: 3227 / 45.7 / 42
met4: 2 / 5.42 / 2.0
met3: 33 / 10.8 / 8.8
met5: - / 0 / 0.045
li1: 2779 / - / -
[stage by stage]
| step | util (%) | power [mW] |
|---|---|---|
| final | 61.7 | 3.85 |
| after global routing | 61.7 | 4.05 |
| after CTS | 61.7 | 3.87 |
| after detailed placement | 57.9 | 2.58 |
| after global placement | 57.9 | 2.57 |
| after floorplan | - | 2.15 |
[worst max-delay path, cell delays in order]
cell,delay (ns)
clkdlybuf4s50_1,0.71
buf_4,0.33
and3_1,0.20
nor2_1,0.04
buf_4,0.21
o32ai_1,0.36
clkdlybuf4s50_1,0.53
[final timing paths]
check / from / to / slack [ns] / depth (start not counted)
hold reg to reg: reg_3[11] / reg_3[11] / 0.55 / 1
setup reg to reg: reg_4[5] / reg_4[5] / 4.18 / 1
max in group asynchronous: nRESET / reg_5[15] / 3.51 / 2
min in group clk0: reg_3[11] / reg_3[11] / 0.55 / 1
setup / recovery: read_addr_A[1] / read_data_A[12] / 0.60 / 7
hold / removal: nRESET / reg_0[3] / 0.46 / 1
No activity file was given, so power comes from the tool's default toggle rates.
