--- flow/design.v ---
module Mealy (nRESET, clk, in, out);
	input nRESET, clk, in;
	output out;
	reg [2:0] curState, nextState;
	reg out;
	always @(posedge clk or negedge nRESET)		 
		if (!nRESET) curState <=1'b0;				 
		else curState <= nextState;					 
	always @(curState or in)
		casex (curState)
			1'b0:							 
				if(in == 0) begin			 
					nextState = 2'b01;
					out = 1'b0;
				end
				else begin					 
					nextState = 3'b100;
					out = 1'b0;
				end
			2'b01:								 
				if(in == 0) begin			 
					nextState = 2'b10;
					out =1'b0;
				end
				else begin
					nextState = 3'b100;	 
					out = 1'b0;
				end
			2'b10:								 
				if(in == 0) begin			 
					nextState = 2'b11;
					out =1'b0;
				end
				else begin
					nextState = 3'b100;	 
					out = 1'b0;
				end
			2'b11:							 
				if(in == 0) begin			 
					nextState = 2'b11;
					out =1'b1;
				end
				else begin
					nextState = 3'b100;	 
					out = 1'b0;
				end
			3'b100:							 
				if(in == 1) begin			 
					nextState = 3'b101;
					out =1'b0;
				end
				else begin
					nextState = 2'b01;		 
					out = 1'b0;
				end
			3'b101:							 
				if(in == 1) begin			 
					nextState = 3'b110;
					out =1'b0;
				end
				else begin
					nextState = 2'b01;		 
					out = 1'b0;
				end
			3'b110:								 
				if(in == 1) begin			 
					nextState = 3'b110;
					out =1'b1;
				end
				else begin
					nextState = 2'b01;		 
					out = 1'b0;
				end
			default:begin
				nextState =1'b0;
				out = 1'b0;
			end
		endcase
endmodule
--- flow/run.sh ---
#!/bin/bash
# OpenROAD 26Q1-2900-gdf79404cd8, Yosys 0.63+post, stock flow scripts
make -C /OpenROAD-flow-scripts/flow DESIGN_CONFIG=/design/flow/config.mk WORK_HOME=/design/flow/orfs finish
--- flow/config.mk ---
export PLATFORM = sky130hd
export DESIGN_NAME = Mealy
export DESIGN_NICKNAME = Mealy
export VERILOG_FILES = /design/flow/design.v
export SDC_FILE = /design/flow/constraint.sdc
export NUM_CORES = 4
export LEC_CHECK = 1
export CORE_AREA = 10 10 70 70
export DIE_AREA = 0 0 80 80
--- flow/constraint.sdc ---
current_design Mealy

set clk_period 1.8
set clk_io_pct 0.2

create_clock -name clk0 -period $clk_period [get_ports {clk}]

set non_clock_inputs [all_inputs -no_clocks]
set_input_delay [expr $clk_period * $clk_io_pct] -clock clk0 $non_clock_inputs
set_output_delay [expr $clk_period * $clk_io_pct] -clock clk0 [all_outputs]
==> impl_metrics.json <==
{
  "syn_area_um2": 249,
  "arrival_ns": 1.34,
  "dp_slack_ns": -0.136,
  "portBuffers": 3,
  "final_area_um2": 369,
  "rsz0062_at_grt": "no",
  "start_kind": "register",
  "dr.pass1.iters": 2,
  "vias_per_cell": 2.16,
  "layout_setup_ws_ns": 0.105,
  "cts_buffers": 3,
  "warnings": 25,
  "cts_tree": "yes",
  "critPathKind": "register to output pin",
  "die_w_um": 80,
  "syn_inst": 20,
  "post-cts-setup-buffer-count": 0,
  "worstPathRequired_ns": 1.44,
  "ant_nets": 0,
  "gp_congestion": 0.703,
  "leakagePower_nw": 0.159,
  "numSynthFlops": 7,
  "clockBufferDepth": 2,
  "hold_class": "primary input to async pin",
  "drive_above_1_share": 0.250,
  "synth_chip_area_um2": 249,
  "drc_errors": 0,
  "fp_util": 0.0729,
  "clock_sinks": 7,
  "hold_violations": 0,
  "top_cells_by_area": "dfrtp_1, dfstp_2, nor2_1",
  "avgSynthCellArea_um2": 12.4,
  "drt_iter0_markers": 46,
  "antenna_found_initial": 0,
  "cts_hold_buf": 0,
  "grt_overflow": 0,
  "largest_reg_flops": 7,
  "clk_pin_slew_ns": 0.05,
  "fill_cells": 396,
  "chipArea_mm2": 0.00640,
  "ys_types": 11,
  "grt_max_degree": 8,
  "vias": 160,
  "grt_pass1_wl_um": 834,
  "p_per_area_mw_per_mm2": 935,
  "lay_top_cells": "dfrtp_1, nor2_1, clkbuf_4",
  "grt.total_usage": 0.0184,
  "htreeDepth": 1,
  "finalClockSkew_ns": 0.00670,
  "diodes": 0,
  "critPathMaxFanout": 2,
  "max_freq_mhz": 590,
  "grt_pass1_vias": 180,
  "tns_ns": 0,
  "post-synth-top-area-cell": "dfrtp_1",
  "hpwl_um": 339,
  "pin_count": 4,
  "dpl_cell_area_um2": 344,
  "regMostFlops": "curState",
  "flop_area_um2": 176,
  "logic_area_um2": 68.8,
  "fp-row-count": 21,
  "root_buffer": "clkbuf_4",
  "max-cap-violations": 0,
  "syn_to_final_growth_pct": 48.2,
  "ys_seq_frac": 0.709,
  "synth_warnings": 1,
  "core_mm2": 0.00342,
  "top_cell_area_share": 0.603,
  "status": "finished clean",
  "lay_top_count": "dfrtp_1",
  "fin_crit_ns": 1.70,
  "final_max_slew_viol_count": 0,
  "vdd_drop_max_v": 0.000216,
  "routed_wl_um": 465,
  "endpoint_kind": "output pin",
  "wl_per_cell_um": 6.28,
  "clkLatencyLatePin_ns": 0.25,
  "whs_ns": 0.358,
  "die_y_um": 80,
  "finalClockPeriodUsage": 0.942,
  "top_regs": "curState (7)",
  "yosysCellCount": 20,
  "setup_violations": 0
}
==> worst max-delay path, cell delays in order, from the launching register on <==
cell and delay (ns):
dfrtp_1 0.39, mux2_1 0.29, clkdlybuf4s50_1 0.40
==> Yosys cell counts, drive strengths merged <==
master / number
dfrtp: 6
a21oi: 2
dfstp: 1
o21ai: 1
mux2: 1
inv: 1
and2: 1
conb: 1
and2b: 1
nor2: 5
==> kinds of logic (layout without fill, tap and decap cells) <==
family / after synthesis / count (layout) / share of synthesized area
multiplexers: 1 / 1 / 0.0452
AND-OR/OR-AND: 3 / 3 / 0.0754
buffers and inverters: 1 / 9 / 0.0151
other: 1 / 1 / 0.0151
flip-flops: 7 / 7 / 0.709
AND/OR/NAND/NOR: 7 / 7 / 0.141
==> routing by layer <==
metal,wire [um],vias to the layer above,GRT usage,share of wire
li1,-,78,-,-
met1,226,74,0.0216,0.49
met2,148,8,0.0201,0.32
met3,90,0,0.0239,0.19
met4,0,0,0.00176,0
met5,0,-,0,0
==> power breakdown <==
group / switching [W] / internal (W) / total, W / leakage (nW)
Sequential: 0.00000534 / 0.000169 / 0.000174 / 0.0882
Clock: 0.0000582 / 0.0000846 / 0.000143 / 0.0150
Combinational: 0.0000133 / 0.0000146 / 0.0000279 / 0.0557
Total: 0.0000768 / 0.000268 / 0.000345 / 0.159
==> what timing repair did <==
item	in CTS	in global routing
gates resized	1	0
hold endpoints to repair	0	0
endpoints found under the setup margin	1	0
==> path summary, 6_finish.rpt <==
kind                              from     endpoint  slack, ns  cells after the start
max                        curState[3]          out       0.10                      2
max reg2reg                curState[6]  curState[4]       0.96                      3
min                             nRESET  curState[2]       0.36                      1
min in group clk0          curState[4]  curState[2]       0.48                      1
max in group asynchronous       nRESET  curState[0]       1.15                      1
min reg2reg                curState[4]  curState[2]       0.48                      1
==> per-stage QoR <==
step                      instances  power (W)   util
after global routing             74   0.000376  0.108
after floorplan                  20   0.000189      -
after detailed placement         70   0.000206  0.101
after global placement           70   0.000203  0.101
final                            74   0.000345  0.108
after CTS                        74   0.000352  0.108
==> area by class of cell <==
class	count	share of cell area
Sequential cell	7	0.478
Multi-Input combinational cell	12	0.186
Tap cell	46	0.156
Timing Repair Buffer	4	0.0983
Clock buffer	4	0.0712
Inverter	1	0.0102
Power and IR drop assume default switching activity.
